--- ./design.v ---
    localparam RXFtoRD = 15;  
    localparam T1 = 50;  
    localparam T3 = 20;  
    localparam T8 = 50;
    localparam T9 = 20;
    localparam T10 = 0;
`timescale 1ns/1ns
module hct74174 (
input CLK,
input _MR,         
input [5:0] D,
output [5:0] Q
);
    parameter LOG=0;
    parameter PD_SETUP=4;  
    parameter PD_CLK_Q=17;   
    parameter PD_MR_Q=13;    
    reg [7:0] dSetup;
    reg [7:0] dCurrent;
    assign #(PD_SETUP) dSetup = D;
    specify
        (CLK *> Q) = (PD_CLK_Q);
        (_MR *> Q) = (PD_MR_Q);
    endspecify
    always @(posedge CLK) begin
        dCurrent <= dSetup;
    end
    always @(Q) begin
        if (LOG) $display("%9t", $time, " REGISTER %m   updated Q=%06b   data=%06b", Q, dCurrent);
    end
    assign Q = _MR ? dCurrent : 6'b000000;
endmodule
--- ./run.sh ---
#!/bin/bash
# OpenROAD 26Q1-2900-gdf79404cd8, Yosys 0.63+post, stock flow scripts
make -C /OpenROAD-flow-scripts/flow DESIGN_CONFIG=/design/flow/config.mk WORK_HOME=/design/flow/orfs finish
--- ./config.mk ---
export PLATFORM = sky130hd
export DESIGN_NAME = hct74174
export DESIGN_NICKNAME = hct74174
export VERILOG_FILES = /design/flow/design.v
export SDC_FILE = /design/flow/constraint.sdc
export NUM_CORES = 4
export LEC_CHECK = 1
export CORE_AREA = 10 10 70 70
export DIE_AREA = 0 0 80 80
--- ./constraint.sdc ---
current_design hct74174

set clk_period 1.0
set clk_io_pct 0.2

create_clock -name clk0 -period $clk_period [get_ports {CLK}]

set non_clock_inputs [all_inputs -no_clocks]
set_input_delay [expr $clk_period * $clk_io_pct] -clock clk0 $non_clock_inputs
set_output_delay [expr $clk_period * $clk_io_pct] -clock clk0 [all_outputs]
==> results.txt <==
Total number of vias - 128
Clock buffer count from CTS - 3
Vias per inst - 1.730
Seq/Total Area, Yosys - 0.7619
Slowest-stage cell, CP - dfxtp_2
Vias in the first global route - 157
Max-slew headroom - 0.8947
DR pass1 iterations - 2
P&R area growth vs syn - 122.2%
Min Clock Period, post-route - 0.9837 ns
PwrDens - 1476 nW/µm²
Regs by FF count - dCurrent (6)
Clk slew on worst S/H paths - 0.04 ns
Synthesized registers - 6
WL final - 577 µm
CTS Buffer Depth - 2
Synth cell types - 2
WP data arrival - 0.78 ns
Synthesis area per yosys - 157.7 µm²
Fraction of layout instances using a drive strength above 1 - 0.4643
Top reg by flops - dCurrent
PnR worst setup slack - 0.01634 ns
CP required - 0.80 ns
Finished Layout Cells - 74
Outcome - finished clean
Maxcap violations - 0
Crit-path cells - and2_4 > buf_6
Max H-tree Level - 1
Log Warnings - 27
Hold-fix buffers at CTS - 0
Combinational share of power - 0.101
Initial antenna violation count - 0
Yosys cell count - 12
FP Util - 0.04615
Internal Pwr Total - 430.1 µW
Slowest stage delay, CP - 0.31 ns
Switching part of the total power - 0.1686
IO buf count - 13
Setup Crit Path Kind - flip-flop to output port
Clock share of power - 0.401
Ports - 14
Power, Total - 517.3 µW
Max-slew violations - 0
Top cells excl fill/tap - 6 x clkdlybuf4s50_1, 5 x buf_2, 4 x and2_1, 4 x dfxtp_1, 3 x clkbuf_4
Critical hold path startpoint - D[5]
Final Setup Violations - 0
Placed cells - 71
Ys Warns - 2
Root Driver - clkbuf_4
Syn avg cell area - 13.14 µm²
Top cells, area - dfxtp_1 76%, and2_1 24%
Post-route antenna net violation count - 0
HP Class - primary input to flip-flop
Endpoint, Worst Hold - dCurrent[5]
N_diodes - 0
Hold path depth - 1
Hold WS - 0.4079 ns
# DRC - 0
Worst slew pin tran - 0.1580 ns
Period utilization - 0.9837
Cells after synthesis - 12
First-pass GRT wire length - 876 µm
CTS tree - done
Largest net degree at the start of global routing - 7
Fmax - 1017 MHz
RSZ-0062 raised after global routing - true
Clock Sinks - 6
Switching power - 87.19 µW
Gr ovfl total - 0
Fin. Hold Viols - 0
Final core occ - 0.1026
WL per Instance - 7.797 µm
DRT iter0 DRCs - 2
Sequential Power Share - 0.497
Width of the die - 80 µm
P_leak - 0.1429 nW
Register Area - 122.6 µm²
Core Area - 3416 µm²
Fillers - 410
Max reg flops - 6
Chip area - 6400 µm²
Crit path capture type - output port
Gate Area - 42.54 µm²
Netlist area before placement - 157.7 µm²
GRT Util Overall - 0.01928
Yosys top cell area share - 0.7619
Commonest non-fill, non-tap cell in the layout - clkdlybuf4s50_1
GPL Wtd Cong - 0.7224
Critical path peak fanout - 1
Row count - 21
Chip Height - 80 µm
Startpoint Class - flip-flop
Area leader, netlist - dfxtp_1
Worst vdd ir - 0.1844 mV
Place WS - -0.5481 ns
[critical path, delay by kind of cell (launching register included)]
kind / cells / cell delay [ns]
flops: 1 / 0.31
buf+inv: 1 / 0.10
simple gates: 1 / 0.14
[final cells by class]
| class | instances | area share |
|---|---|---|
| Tap cell | 46 | 0.1643 |
| Timing Repair Buffer | 13 | 0.3000 |
| Clock buffer | 3 | 0.06429 |
| Sequential cell | 6 | 0.3500 |
| Multi-Input combinational cell | 6 | 0.1214 |
[worst max path at each step]
stage / to / depth (start not counted) / from
after global routing: Q[1] / 2 / dCurrent[1]
final: Q[1] / 2 / dCurrent[1]
after CTS: Q[1] / 2 / dCurrent[1]
[power by group through the flow]
stage | sequential [mW] | combinational, mW | clock, mW
4_1_cts | 0.257 | 0.0473 | 0.223
5_1_grt | 0.258 | 0.0584 | 0.235
6_report | 0.257 | 0.0524 | 0.208
[what timing repair did]
action	in CTS	in global routing
pin swaps	2	0
gates resized	20	4
buffers inserted	0	0
setup endpoints to repair	6	5
[cell usage after synthesis]
cell type  number
and2_1          6
dfxtp_1         6
[per-layer routing]
layer / track usage / part of all wire / up-vias
li1: - / - / 69
met4: 0.003521 / 0 / 0
met3: 0.03295 / 0.34 / 0
met1: 0.02414 / 0.48 / 44
met5: 0 / 0 / -
met2: 0.01284 / 0.18 / 15
[logic make-up (layout without fill, tap and decap cells)]
kind of cell	after synthesis	after routing	synth area share
DFF	6	6	0.7619
and+or+nand+nor	6	6	0.2381
buffers and inverters	0	16	0
[per-stage QoR]
step	area, µm²	setup TNS [ns]
after floorplan	157.7	0
after global placement	345.3	-3.145
after detailed placement	345.3	-3.244
after CTS	337.8	-0.005119
after global routing	350.3	-0.04293
final	350.3	0
No activity file was given, so power comes from the tool's default toggle rates.
